## config.mk

```make
export PLATFORM = sky130hd
export DESIGN_NAME = DeviceA
export DESIGN_NICKNAME = DeviceA
export VERILOG_FILES = /design/flow/design.v
export SDC_FILE = /design/flow/constraint.sdc
export NUM_CORES = 4
export LEC_CHECK = 1
export CORE_AREA = 10 10 98 98
export DIE_AREA = 0 0 108 108
```

## constraint.sdc

```tcl
current_design DeviceA

set clk_period 1.0
set clk_io_pct 0.2

create_clock -name clk0 -period $clk_period [get_ports {GNTA}]

set non_clock_inputs [all_inputs -no_clocks]
set_input_delay [expr $clk_period * $clk_io_pct] -clock clk0 $non_clock_inputs
set_output_delay [expr $clk_period * $clk_io_pct] -clock clk0 [all_outputs]
```

## design.v

```verilog
module DeviceA(
    input clk,
    input GNTA,
    input DEVSEL,
    input TRDY,
    input [31:0]AD,
    output REQA,
    output FRAME,
    output reg IRDY,
    output reg [31:0]AD_reg,
    output [3:0]C_BE
    );
    reg FRAME_reg;
    reg GNTA_reg ;
    always @(negedge GNTA) begin
        FRAME_reg <= 1'b0;
        AD_reg    <= AD;
        IRDY <= #5 1'b0;
    end 
    always @(negedge DEVSEL) begin
        TRDY <= 1'b0;
    end 
endmodule
```

## run.sh

```bash
#!/bin/bash
# OpenROAD 26Q1-2900-gdf79404cd8, Yosys 0.63+post, stock flow scripts
make -C /OpenROAD-flow-scripts/flow DESIGN_CONFIG=/design/flow/config.mk WORK_HOME=/design/flow/orfs finish
```

==> impl_metrics.ini <==
; flow metrics
[synthesis]
syn-instance-count = 41
ys_sh_xor_pct = 0
ys.flops = 32
ys_sh_adder_pct = 0
synth_area_um2 = 701
compound_area_share_pct = 0
synth.avg_cell_area_um2 = 17.1
synth_cell_types = 4
mux_share_pct = 0
postSynthSeqShare_pct = 91.4
ys_sh_simple_pct = 0
ys_area_um2 = 701
yosys_cells = 41
topCombFamilyByArea = buffers and inverters
ys_warn_count = 8

[detailed_routing]
routed_wl_um = 2460
first_pass_iters = 4
drc = 0
n_antenna_cell = 0
drtAntennaViolNets = 0
drt_iter0_markers = 9
vias = 615
wl_per_cell_um = 10.0
via_per_inst = 2.51

[clock_network]
cts_buffers = 5
ctsHoldBuffers = 0
root_buffer = clkbuf_8
htreeDepth = 2
clk_pin_slew_ns = 0.03
cts_tree = done
post-cts-setup-buffer-count = 0
cts_buffer_depth = 2
clock_sinks = 32

[placed_design]
placed_area_um2 = 1440
port_buffers = 64
gp_congestion = 0.674
pre_cts_ws_ns = -0.519

[power_and_ir_drop]
ir_drop_uv = 438
power.leakage_nw = 0.763
powerDensity_nw_per_um2 = 1960

[die]
coreArea_um2 = 7650
die_w_um = 108
pin_count = 75
rows = 32
die_h_um = 108
dieArea_um2 = 11700
fp-utilization_pct = 9.16

[setup_path]
worst_ep_arrival_time_ns = 1.25
start_kind = register
path_class = reg -> out
cp.required_ns = 0.80
critPathTopFamily = flip-flops
crit_buf_inv = 1
slowest_delay_ns = 0.30
crit_fanout = 1
crit_path_end_kind = primary output
crit_chain = buf_2
critical_path.slowest_cell = dfxtp_2

[global_route]
grt_overflow_total = 0
first_global_vias = 692
antenna_found_initial = 0
grtUsageTotal_pct = 3.89
grt_start_max_net_pins = 10
grt_first_pass_wirelength_um = 3400

[cells_and_area]
largest_register_ffs = 32
fin_util_pct = 19.5
finish.instance_area_um2 = 1490
syn2layout_area_growth_pct = 112
drive_gt1_share_pct = 29.4

[flow_run]
max_cap_viol_count = 0
warnings = 62

[timing]
maxSlewViolCount = 0
rsz0062_at_grt = yes
finalHoldViolCount = 0
finalSetupViolCount = 32
layout_setup_ws_ns = -0.445
hold_slack_ns = 0.805

[run_status]
violations = setup timing
status = finished with violations

[worst_hold_path]
min_path_type = in -> reg
[where the power goes]
| group | switching, mW | leakage (nW) | total, mW | internal [mW] |
|---|---|---|---|---|
| registers | 0.0140 | 0.270 | 1.37 | 1.36 |
| logic | 0.0299 | 0.276 | 0.181 | 0.151 |
| clock network | 0.736 | 0.217 | 1.37 | 0.633 |
| total | 0.780 | 0.763 | 2.92 | 2.14 |
[final timing paths]
| path | startpoint | to | slack, ns | depth (start not counted) |
|---|---|---|---|---|
| hold / removal | AD[19] | AD_reg[19] | 0.80 | 1 |
| setup / recovery | AD_reg[19] | AD_reg[19] | -0.45 | 1 |
[area by class of cell]
cell class	count	area, µm²
Timing Repair Buffer	64	487
Fill cell	836	6160
Sequential cell	32	646
Clock inverter	35	133
Tap cell	102	128
Multi-Input combinational cell	7	26.3
Clock buffer	5	68.8
[synthesized netlist by cell type]
cell	count	area, µm²
dfxtp_1	32	641
inv_1	1	3.75
conb_1	1	3.75
buf_4	7	52.6
[kinds of logic (layout without fill, tap and decap cells)]
logic type	Yosys count	after routing
DFF	32	32
other	1	7
buffers and inverters	8	104
[routing by layer]
metal | up-vias | routed length (µm) | track usage (%)
met5 | - | 0 | 0
met4 | 0 | 0 | 2.86
met3 | 0 | 403 | 4.52
met2 | 45 | 1230 | 5.17
met1 | 261 | 823 | 3.14
li1 | 309 | - | -
[timing repair]
action	CTS	global route
resized	104	2
setup endpoints to repair	32	32
endpoints found under the hold margin	0	0
cloned	0	0
[through the flow]
step | std cells | setup TNS (ns) | power [mW]
2_1_floorplan | 47 | 0 | 1.59
3_3_place_gp | 206 | -21.57 | 1.84
3_5_place_dp | 206 | -21.71 | 1.84
4_1_cts | 245 | -14.28 | 3.06
5_1_grt | 245 | -15.04 | 3.22
6_report | 245 | -13.51 | 2.92
[cells in the final DEF (no fill, tap or decap)]
master            n
dfxtp_2           4
buf_2            31
buf_6             1
clkinvlp_2        1
inv_1            34
dfxtp_1          28
conb_1            7
clkdlybuf4s50_1  32
clkbuf_8          5
Power is estimated from default activity; no workload was simulated.
